File: ./run.sh
#!/bin/bash
# OpenROAD 26Q1-2900-gdf79404cd8, Yosys 0.63+post, stock flow scripts
make -C /OpenROAD-flow-scripts/flow DESIGN_CONFIG=/design/flow/config.mk WORK_HOME=/design/flow/orfs finish
File: ./config.mk
export PLATFORM = sky130hd
export DESIGN_NAME = Snake
export DESIGN_NICKNAME = Snake
export VERILOG_FILES = /design/flow/design.v
export SDC_FILE = /design/flow/constraint.sdc
export NUM_CORES = 4
export LEC_CHECK = 1
export CORE_UTILIZATION = 30
File: ./constraint.sdc
current_design Snake

set clk_period 6.0
set clk_io_pct 0.2

create_clock -name clk0 -period $clk_period [get_ports {KB_clk}]
create_clock -name clk1 -period $clk_period [get_ports {clk}]

set non_clock_inputs [all_inputs -no_clocks]
set_input_delay [expr $clk_period * $clk_io_pct] -clock clk0 $non_clock_inputs
set_output_delay [expr $clk_period * $clk_io_pct] -clock clk0 [all_outputs]
File: ./design.v
module Snake(clk, rst, DAC_clk, VGA_R, VGA_G, VGA_B, VGA_Hsync, 
					VGA_Vsync, blank_n, KB_clk, data);
input clk, rst;
input KB_clk, data;
wire [4:0]direction;
wire reset;
output reg [7:0]VGA_R;
output reg [7:0]VGA_G;
output reg [7:0]VGA_B;
output VGA_Hsync;
output VGA_Vsync;
output DAC_clk;
output blank_n;
wire [10:0]xCounter;
wire [10:0]yCounter;
wire R;
wire G;
wire B;
wire update;
wire VGA_clk;
wire displayArea;
wire snakeHead;
reg snakeBody;
reg [9:0]xHead;
reg [9:0]yHead;
reg [10:0] x, x1, x2, x3, x4, x5, x6, x7, x8, x9, x10, x11, x12, x13, x14, x15;
reg [10:0] y, y1, y2, y3, y4, y5, y6, y7, y8, y9, y10, y11, y12, y13, y14, y15;
reg body1, body2, body3, body4, body5, body6,
		body7, body8, body9, body10, body11, body12,
		body13, body14, body15;
reg [9:0]appleCount;
reg [10:0]appleX,appleY;
reg [15:0]appleXCount, appleYCount;
reg border;
reg game_over;
reg win_game;
kbInput keyboard(KB_clk, data, direction, reset);
updateCLK clk_updateCLK(clk, update);
clk_reduce reduce(clk, VGA_clk);
VGA_generator generator(VGA_clk, VGA_Hsync, VGA_Vsync, DisplayArea, xCounter, yCounter, blank_n);
assign DAC_clk = VGA_clk;
assign snakeHead = (xCounter >= x && xCounter <= x+15 && yCounter >= y && yCounter <= y + 15);  
assign apple = (xCounter >= appleX + 5 && xCounter <= appleX + 15 && yCounter >= appleY + 5 && yCounter <= appleY + 15);  
always@(posedge update)
begin
	if(rst == 0)
	begin	
		x <= 11'd320; 
		y <= 11'd240;		
	end
	else
	begin
		appleXCount <= ((appleXCount + 10'd75) % 10'd600);
		appleYCount <= ((appleYCount + 10'd75) % 9'd420);
		x1 <= x; y1 <= y;
		x2 <= x1; y2 <= y1;
		x3 <= x2; y3 <= y2;
		x4 <= x3; y4 <= y3;
		x5 <= x4; y5 <= y4;
		x6 <= x5; y6 <= y5;
		x7 <= x6; y7 <= y6;
		x8 <= x7; y8 <= y7;
		x9 <= x8; y9 <= y8;
		x10 <= x9; y10 <= y9;
		x11 <= x10; y11 <= y10;
		x12 <= x11; y12 <= y11;
		x13 <= x12; y13 <= y12;
		x14 <= x13; y14 <= y13;
		x15 <= x14; y15 <= y14;
			case(direction)
			5'b00010: y <= y - 11'd20; 
			5'b00100: x <= x - 11'd20; 
			5'b01000: y <= y + 11'd20; 
			5'b10000: x <= x + 11'd20; 
			endcase		
	end
end
always @(posedge VGA_clk)
begin
	border <= (((xCounter >= 0) && (xCounter < 11) || (xCounter >= 630) && (xCounter < 641)) 
				|| ((yCounter >= 0) && (yCounter < 11) || (yCounter >= 470) && (yCounter < 481)));
end
assign R = ((snakeHead || body1 || body2 || body3 || body4
					 || body5 || body6 || body7 || body8
					  || body9 || body10 || body11 || body12
					   || body13 || body14 || body15) || apple || game_over) && ~win_game;
assign G = (snakeHead || body1 || body2 || body3 || body4
					 || body5 || body6 || body7 || body8
					  || body9 || body10 || body11 || body12
					   || body13 || body14 || body15 || win_game) && ~game_over;
assign B = ((snakeHead || body1 || body2 || body3 || body4
					 || body5 || body6 || body7 || body8
					  || body9 || body10 || body11 || body12
					   || body13 || body14 || body15) || border) && (~game_over && ~win_game);
always@(posedge VGA_clk)
begin
	VGA_R = {8{R}};
	VGA_G = {8{G}};
	VGA_B = {8{B}};
end
initial
begin
	appleX = 9'd400;
	appleY = 8'd400;
	appleXCount = 9'd400;
	appleYCount = 8'd400;
	x = 11'd320; y = 11'd240;
	x1 = 11'd320; y1 = 11'd240;
	x2 = 11'd320; y2 = 11'd240;
	x3 = 11'd320; y3 = 11'd240;
	x4 = 11'd320; y4 = 11'd240;
	x5 = 11'd320; y5 = 11'd240;
	x6 = 11'd320; y6 = 11'd240;
	x7 = 11'd320; y7 = 11'd240;
	x8 = 11'd320; y8 = 11'd240;
	x9 = 11'd320; y9 = 11'd240;
	x10 = 11'd320; y10 = 11'd240;
	x11 = 11'd320; y11 = 11'd240;
	x12 = 11'd320; y12 = 11'd240;
	x13 = 11'd320; y13 = 11'd240;
	x14 = 11'd320; y14 = 11'd240;
	x15 = 11'd320; y15 = 11'd240;
end
always@(posedge VGA_clk)
begin
	if(rst == 0)
	begin
		appleX <= appleXCount;
		appleY <= appleYCount;
		body1 <= 0;
		body2 <= 0;
		body3 <= 0;
		body4 <= 0;
		body5 <= 0;
		body6 <= 0;
		body7 <= 0;
		body8 <= 0;
		body9 <= 0;
		body10 <= 0;
		body11 <= 0;
		body12 <= 0;
		body13 <= 0;
		body14 <= 0;
		body15 <= 0;
		win_game <= 0;
		game_over <= 0;
		appleCount <= 0;
	end
	else 
		begin
		if(snakeHead && apple || 
			 (apple &&(body1 || body2 || body3 || body4
					 || body5 || body6 || body7 || body8
					  || body9 || body10 || body11 || body12
					   || body13 || body14 || body15)))
		begin
			appleX <= appleXCount;
			appleY <= appleYCount;
			appleCount <= appleCount + 1;
		end
		else if(apple && border)
		begin
			appleX <= appleXCount;
			appleY <= appleYCount;
		end
		else if(snakeHead && (body1 || body2 || body3 || body4
					 || body5 || body6 || body7 || body8
					  || body9 || body10 || body11 || body12
					   || body13 || body14 || body15 || border))
		begin
			game_over <= 1;
		end
		if(appleCount > 10'd0)
		begin			
			body1 <= blank_n &&(xCounter >= x1 && xCounter <= x1+15 && yCounter >= y1 && yCounter <= y1 +15);
		end
		if(appleCount > 10'd1)
		begin	
			body2 <= blank_n &&(xCounter >= x2 && xCounter <= x2+15 && yCounter >= y2 && yCounter <= y2 +15);
		end
		if(appleCount > 10'd2)
		begin		
			body3 <= (xCounter >= x3 && xCounter <= x3+15 && yCounter >= y3 && yCounter <= y3 +15);
		end
		if(appleCount > 10'd3)
		begin	
			body4 <= (xCounter >= x4 && xCounter <= x4+15 && yCounter >= y4 && yCounter <= y4 +15);
		end
		if(appleCount > 10'd4)
		begin			
			body5 <= (xCounter >= x5 && xCounter <= x5+15 && yCounter >= y5 && yCounter <= y5 +15);
		end
		if(appleCount > 10'd5)
		begin			
			body6 <= (xCounter >= x6 && xCounter <= x6+15 && yCounter >= y6 && yCounter <= y6 +15);
		end
		if(appleCount > 10'd6)
		begin			
			body7 <= (xCounter >= x7 && xCounter <= x7+15 && yCounter >= y7 && yCounter <= y7 +15);
		end
		if(appleCount > 10'd7)
		begin			
			body8 <= (xCounter >= x8 && xCounter <= x8+15 && yCounter >= y8 && yCounter <= y8 +15);
		end
		if(appleCount > 10'd8)
		begin			
			body9 <= (xCounter >= x9 && xCounter <= x9+15 && yCounter >= y9 && yCounter <= y9 +15);
		end
		if(appleCount > 10'd9)
		begin			
			body10 <= (xCounter >= x10 && xCounter <= x10+15 && yCounter >= y10 && yCounter <= y10 +15);
		end
		if(appleCount > 10'd10)
		begin			
			body11 <= (xCounter >= x11 && xCounter <= x11+15 && yCounter >= y11 && yCounter <= y11 +15);
		end
		if(appleCount > 10'd11)
		begin			
			body12 <= (xCounter >= x12 && xCounter <= x12+15 && yCounter >= y12 && yCounter <= y12 +15);
		end
		if(appleCount > 10'd12)
		begin			
			body13 <= (xCounter >= x13 && xCounter <= x13+15 && yCounter >= y13 && yCounter <= y13 +15);
		end
		if(appleCount > 10'd13)
		begin			
			body14 <= (xCounter >= x14 && xCounter <= x14+15 && yCounter >= y14 && yCounter <= y14 +15);
		end
		if(appleCount > 10'd14)
		begin			
			body15 <= (xCounter >= x15 && xCounter <= x15+15 && yCounter >= y15 && yCounter <= y15 +15);
		end
		if(appleCount > 10'd15)
		begin
			win_game <= 1;
			if(snakeHead&&border)
				game_over <= 0;
		end
	end
end
endmodule
module kbInput(KB_clk, data, direction, reset);
	input KB_clk, data;
	output reg [4:0] direction;
	output reg reset = 0; 
	reg [7:0] code;
	reg [10:0]keyCode, previousCode;
	reg recordNext = 0;
	integer count = 0;
always@(negedge KB_clk)
	begin
		keyCode[count] = data;
		count = count + 1;			
		if(count == 11)
		begin
			if(previousCode == 8'hF0)
			begin
				code <= keyCode[8:1];
			end
			previousCode = keyCode[8:1];
			count = 0;
		end
	end
	always@(code)
	begin
		if(code == 8'h1D)
			direction = 5'b00010;
		else if(code == 8'h1C)
			direction = 5'b00100;
		else if(code == 8'h1B)
			direction = 5'b01000;
		else if(code == 8'h23)
			direction = 5'b10000;
		else if(code == 8'h5A)
			reset <= ~reset;
		else direction <= direction;
	end	
endmodule
module VGA_generator(VGA_clk, VGA_Hsync, VGA_Vsync, DisplayArea, xCounter, yCounter, blank_n);
input VGA_clk;
output VGA_Hsync, VGA_Vsync, blank_n;
output reg DisplayArea;
output reg [9:0] xCounter;
output reg [9:0] yCounter;
reg HSync;
reg VSync;
integer HFront = 640; 
integer hSync = 655; 
integer HBack = 747; 
integer maxH = 793; 
integer VFront = 480; 
integer vSync = 490; 
integer VBack = 492; 
integer maxV = 525; 
always@(posedge VGA_clk)
begin
	if(xCounter === maxH)
		xCounter <= 0;
	else
		xCounter <= xCounter + 1;
end
always@(posedge VGA_clk)
begin
	if(xCounter == maxH)
	begin
		if(yCounter === maxV)
			yCounter <= 0;
		else
			yCounter <= yCounter +1;
	end
end
always@(posedge VGA_clk)
begin
	DisplayArea <= ((xCounter < HFront) && (yCounter < VFront));
end
always@(posedge VGA_clk)
begin
	HSync <= ((xCounter >= hSync) && (xCounter < HBack));
	VSync <= ((yCounter >= vSync) && (yCounter < VBack));
end
assign VGA_Vsync = ~VSync;
assign VGA_Hsync = ~HSync;
assign blank_n = DisplayArea;
endmodule
module updateCLK(clk, update);
input clk;
output reg update;
reg[21:0]count;
always@(posedge clk)
begin
	count <= count + 1;
	if(count == 2500000)
	begin
		update <= ~update;
		count <= 0;
	end
end
endmodule
module clk_reduce(clk, VGA_clk);
	input clk;
	output reg VGA_clk;
	reg a;
	always@(posedge clk)
	begin
		a <= ~a; 
		VGA_clk <= a;
	end
endmodule
==> metrics.yaml <==
outcome: "finished clean"
critPathKind: "in -> reg"
coreArea_mm2: 0.133
critPathCaptureType: "flip-flop"
drt-initial-drc-count: 1700
postCtsSetupBuffers: 0
yosysUniqueCellTypes: 119
yosysWarningCount: 11
ios: 32
layout_top_cell: "ha_1"
num_antenna_cells: 0
gp_congestion: 0.895
holdPathStages: 0
untimed_endpoints: 748
ys_ff: 481
drtAntennaViolNets: 0
path_delay_family: "buffers and inverters"
hp-start: "reduce.a"
die_y_um: 369
gr-usage-all-layers: 0.138
holdCritPathClass: "reg -> reg"
path_buffers: 1
clkTransAtPathRegs_ns: 0.07
synthArstFlopShare: 0
edf_count: 351
lay_top_cells: "620 x ha_1, 381 x inv_1, 351 x edfxtp_1"
worst_pin_slew_ns: 0.987
cts_hold_buf: 0
setup_violations: 0
power.density_mw_per_mm2: 29.6
required_ns: 3.10
unclocked_regs: 400
hpwlAfterDp_um: 68400
max_slew_margin: 0.340
whs_endpoint: "reduce.VGA_clk"
ys.flop_type: "edfxtp_1"
wirelength_um: 91100
finalPower_uw: 1280
post_drt_wl_per_cell_um: 14.8
drc_errors: 0
port_buffers: 30
fp_util: 0.302
drt_first_pass_iters: 5
synthesis.area_mm2: 0.0403
rsz0062_at_grt: "no"
drv_cap: 0
hold_violations: 0
cellLeakagePower_uw: 0.0183
cts_tree: "done"
yosys_area_mm2: 0.0403
cp_slowest_stage_delay_ns: 0.54
num_rows: 134
regToRegStartpoint: "keyboard.count[0]"
layout-drive-gt1-share: 0.0334
reg2reg_slack_ns: 1.05
grt_max_degree: 132
startpoint_type: "input pin"
tool_warnings: 131
areaGrowthSynthToFinish_pct: 7.04
grt_pass1_vias: 29900
vias_per_cell: 5.03
syn-instance-count: 4317
clock_skew_ns: 0.0162
grt_first_pass_wirelength_um: 152000
r2r-end: "keyboard.previousCode[2]"
ys_cells: 4317
ir_worst_vdd_v: 0.000182
slowest_stage: "clkdlybuf4s50_1"
num_vias: 30900
post_cts_resized: 0
die_x_um: 369
dieArea_mm2: 0.136
critPathArrivalTime_ns: 2.11
setup-tns-final_ns: 0
avgSynthCellArea_um2: 9.34
maxSlewViolCount: 0
path_max_fanout: 8
grt-ovfl-total: 0
cp_cell_sequence: "clkdlybuf4s50_1, mux2_2"
reg2reg_depth: 16
antenna_found_initial: 0
-- Yosys cell counts, drive strengths merged, types with 60 or more instances --
master	count	area (um2)
inv	326	1220
edfxtp	351	10500
nor4	60	382
a21oi	290	1480
nand2	251	945
a21o	78	586
nand4	67	419
nand2b	86	538
nand3	146	736
nor2	274	1040
dfxtp	126	2520
xor2	106	928
nor3	146	736
xnor2	300	2660
nor2b	125	782
ha	620	7760
o21ai	247	1250
-- cell families (layout without fill, tap and decap cells) --
logic type                 Yosys count  in the layout  synth area share
and+or+nand+nor                   1345           1345             0.173
AOI/OAI and AO/OA                  993            993             0.165
adders and majority gates          625            625             0.194
DFF                                477            477             0.324
buffers and inverters              427            466            0.0435
xor gates and xnor gates           406            406            0.0889
muxes                               39             39            0.0102
latches                              4              4           0.00149
other                                1             13         0.0000930
-- through the flow --
step	std cells	util	cell area (um2)	setup slack [ns]	hold WS, ns
2_1_floorplan	4329	-	40400	1.28	0.331
3_3_place_gp	6069	0.320	42700	0.680	0.336
3_5_place_dp	6069	0.320	42700	0.640	0.336
4_1_cts	6136	0.323	43200	1.00	0.346
5_1_grt	6136	0.323	43200	0.587	0.355
6_report	6136	0.323	43200	0.992	0.344
-- layout make-up --
| type | count | area, um2 |
|---|---|---|
| Clock buffer | 8 | 200 |
| Clock inverter | 60 | 263 |
| Fill cell | 13600 | 90300 |
| Inverter | 326 | 1220 |
| Multi-Input combinational cell | 3421 | 25500 |
| Sequential cell | 481 | 13100 |
| Tap cell | 1768 | 2210 |
| Timing Repair Buffer | 72 | 633 |
-- power breakdown --
part           leakage (uW)  switching, uW  total [uW]  internal (uW)
Clock              0.000420            288         625            338
Sequential          0.00443          0.262         591            591
Combinational        0.0134           52.6        58.8           6.21
-- layer usage --
layer / vias to the layer above / part of all wire / routed length [um] / global-route usage
met5: - / 0.0012 / 107 / 0.00534
met4: 2 / 0.012 / 1100 / 0.0185
met3: 70 / 0.046 / 4210 / 0.0226
met2: 548 / 0.46 / 42200 / 0.224
met1: 14300 / 0.48 / 43500 / 0.201
li1: 16000 / - / - / -
-- worst max path at each step --
stage	from	end	slack, ns	cells after the start
6_report	data	keyboard.previousCode[4]	0.99	2
5_1_grt	keyboard.count[0]	keyboard.code[2]	0.59	16
4_1_cts	data	keyboard.previousCode[4]	1.00	2
-- flip-flops by register name, indices dropped and copies added (netlist names), 10 cells and up --
register	count
clk_updateCLK.count	22
generator.xCounter	10
generator.yCounter	10
appleX	11
appleYCount	16
appleY	11
appleXCount	16
appleCount	10
keyboard.count	32
Power and IR drop assume default switching activity.
